$ cat run.sh
#!/bin/bash
# OpenROAD 26Q1-2900-gdf79404cd8, Yosys 0.63+post, stock flow scripts
make -C /OpenROAD-flow-scripts/flow DESIGN_CONFIG=/design/flow/config.mk WORK_HOME=/design/flow/orfs finish
$ cat config.mk
export PLATFORM = sky130hd
export DESIGN_NAME = fifo
export DESIGN_NICKNAME = fifo
export VERILOG_FILES = /design/flow/design.v
export SDC_FILE = /design/flow/constraint.sdc
export NUM_CORES = 4
export LEC_CHECK = 1
export CORE_AREA = 10 10 111 111
export DIE_AREA = 0 0 121 121
$ cat constraint.sdc
current_design fifo

set clk_period 1.9
set clk_io_pct 0.2

create_clock -name clk0 -period $clk_period [get_ports {clkin}]
create_clock -name clk1 -period $clk_period [get_ports {clkout}]

set non_clock_inputs [all_inputs -no_clocks]
set_input_delay [expr $clk_period * $clk_io_pct] -clock clk0 $non_clock_inputs
set_output_delay [expr $clk_period * $clk_io_pct] -clock clk0 [all_outputs]
$ cat design.v
module fifo (
  clkin,
  datain,
  wr,
  full,    
  dataout,
  clkout,
  rd,
  empty_n,  
  rst_n
);
parameter BUS_WIDTH = 16;
input [BUS_WIDTH-1:0]  datain;
input clkin;
input                  wr;
output                 full;       
output [BUS_WIDTH-1:0] dataout; 
input clkout;
input                  rd;
output                 empty_n;    
input                  rst_n;
reg [BUS_WIDTH-1:0]    wr_data_r;
reg [BUS_WIDTH-1:0]    dataout;
reg                    wr_r, wr_syn1, wr_syn2, wr_ack1, wr_ack2;
reg                    rd_r, rd_syn1, rd_syn2, rd_ack1, rd_ack2;
reg                    wr_fifo_cnt;
reg                    rd_fifo_cnt;
assign full = wr_fifo_cnt == 1'b1;
assign empty_n = rd_fifo_cnt == 1'b1;
always @ (posedge clkout)
  if (~rst_n)
    begin
       rd_fifo_cnt <= 1'b0;
       {rd_ack2, rd_ack1} <= 2'b00; 
       {wr_syn2, wr_syn1} <= 2'b00; 
    end
  else
    begin
      {rd_ack2, rd_ack1} <= {rd_ack1, rd_syn2}; 
      {wr_syn2, wr_syn1} <= {wr_syn1, wr_r}; 
      if (rd)
        rd_r <= 1'b1;
      else if (rd_ack2)
        rd_r <= 1'b0;
      if (rd)
        rd_fifo_cnt <= 1'b0;
      if ({wr_syn2, wr_syn1} == 2'b01)  
        rd_fifo_cnt <= 1'b1;
      if (wr_syn2)
			dataout <= wr_data_r;
    end
always @ (posedge clkin)
 if (~rst_n)
   begin
      wr_fifo_cnt <= 1'b0;
      {rd_syn2, rd_syn1} <= 2'b00;
      {wr_ack2, wr_ack1} <= 2'b00;
   end
 else
   begin
     {wr_ack2, wr_ack1} <= {wr_ack1, wr_syn2};   
     {rd_syn2, rd_syn1} <= {rd_syn1, rd_r};
     if (wr)
       wr_r <= 1'b1;
     if (wr_ack2)
       wr_r <= 1'b0;
     if (wr)
       wr_fifo_cnt <= 1'b1;
     if ({rd_syn2, rd_syn1} == 2'b01)
       wr_fifo_cnt <= 1'b0;
     if (wr)
			wr_data_r <= datain;
   end
endmodule
==> results.cfg <==
; flow metrics
[route]
routed_wire_length_per_instance_um = 11.28
wire_length_after_detailed_routing_mm = 2.742
drc_errors = 0
num_antenna_cells = 0
vias = 648
drtAntennaViolNets = 0
detail_route.iter0.violations = 21
drtPass1Iterations = 3
route.detailed.vias_per_inst = 2.667

[clocking]
tritoncts = built
clk_pin_slew_ns = 0.07
cts_hold_buf = 0
clock_net_sink_count = 44
ctsResizeCount = 0
cts_post_setup_buffers_inserted = 0

[yosys]
seq_cells_post_synth = 44
dominant_combinational_cell_family_by_area_after_synthesis = simple AND/OR/NAND/NOR gates
synthesis.yosys.warnings = 1
syn-cell-area_um2 = 1361
postSynthCellCount = 64
synth_area_per_cell_um2 = 21.27
yosys_cells = 64
yosys.stat.seqShare_pct = 89.71
synth-xor-area-share_pct = 0
post_synth_and_or_nand_nor_area_fraction_pct = 6.250
mux_share_pct = 0
synth.cellmix.compoundShare_pct = 2.665
yosys.area.top_type = sky130_fd_sc_hd__edfxtp_1
chip_area_line_of_the_yosys_report_um2 = 1361
synthTopCellsByArea = sky130_fd_sc_hd__edfxtp_1, sky130_fd_sc_hd__dfxtp_1, sky130_fd_sc_hd__and2_2
yosysUniqueCellTypes = 11
yosys.area.top_type_share_pct = 75.00
synth.cellmix.adderShare_pct = 0

[grt]
grt_util_all_layers_pct = 3.857
first_global_vias = 711
grt_max_degree = 17
grt_pass1_wl_mm = 4.105
antenna_found_initial = 0
grt_remaining_overflow = 0

[floorplan]
pin_count = 39
floorplan.rows = 36
die_w_um = 121
die_height_um = 121
placeableCoreArea_um2 = 9864
design.die.area_um2 = 14640
initial_utilization_pct = 13.80

[timing]
clock_skew_ns = 0.002523
final_max_slew_viol_count = 0
rsz0062_at_grt = no
slew_headroom_pct = 75.63
worst_slew_pin_slew_ns = 0.3655
setup_total_negative_slack_ns = 0
hold_violations = 0
hold_ws_ns = 0.4185
timing.final.setup_violations = 0

[job]
openroad.warnings = 26
max-cap-violations = 0

[critical_path]
timing.critical_path.slowest_cell_delay_ns = 0.47
crit_path_top_delay_cell = sky130_fd_sc_hd__clkdlybuf4s50_1
end_kind = output pin
crit_fanout = 1
cp-start-kind = flop
cp_cell_sequence = clkdlybuf4s50_1
arrival_ns = 1.08
cp_num_buf_inv = 1
worst_path_dominant_cell_family = buffers and inverters
worstSetupPathType = flop to output pin
worst_ep_required_time_ns = 1.52

[min_path]
worst_hold_path_type = flop to flop

[pwr]
static-leakage-power_nw = 0.6500
cellPowerDensity_nw_per_um2 = 871.1
vdd.ir_drop.worst_mv = 0.3264

[placed_design]
dpl_cell_area_um2 = 1914
number_of_input_and_output_port_buffers_inserted = 37
gp_weighted_congestion = 0.6782
post-place-cells = 235

[layout]
area.growth.synth_to_final_pct = 47.24
post_route_cells_drive_above_1_share_pct = 15.45
finish.cell_count_without_fillers = 243
finish.utilization_pct = 20.32
fin_area_um2 = 2004
final.fill_count = 1045

[run_status]
outcome = finished clean
-- cells in the final DEF (no fill, tap or decap) --
| master | count |
|---|---|
| sky130_fd_sc_hd__buf_4 | 1 |
| sky130_fd_sc_hd__buf_12 | 1 |
| sky130_fd_sc_hd__and2_1 | 2 |
| sky130_fd_sc_hd__o21ai_0 | 1 |
| sky130_fd_sc_hd__dfxtp_1 | 10 |
| sky130_fd_sc_hd__o21a_1 | 2 |
| sky130_fd_sc_hd__clkinv_1 | 2 |
| sky130_fd_sc_hd__a21oi_1 | 1 |
| sky130_fd_sc_hd__clkdlybuf4s50_1 | 37 |
| sky130_fd_sc_hd__nand2b_1 | 2 |
| sky130_fd_sc_hd__edfxtp_1 | 34 |
| sky130_fd_sc_hd__clkbuf_8 | 6 |
| sky130_fd_sc_hd__and2_2 | 8 |
| sky130_fd_sc_hd__a21boi_2 | 1 |
| sky130_fd_sc_hd__inv_1 | 2 |
-- registers in the layout, indices dropped and copies added (netlist names) --
register	count
wr_fifo_cnt	1
rd_fifo_cnt	1
wr_ack1	1
wr_r	1
wr_syn2	1
rd_r	1
wr_data_r	16
rd_syn2	1
rd_ack1	1
rd_ack2	1
wr_ack2	1
wr_syn1	1
rd_syn1	1
dataout	16
-- area by class of cell --
| cell class | count | area, um^2 | area share [%] |
|---|---|---|---|
| Clock buffer | 6 | 82.58 | 4.120 |
| Clock inverter | 2 | 7.507 | 0.3745 |
| Timing Repair Buffer | 39 | 397.9 | 19.85 |
| Sequential cell | 44 | 1221 | 60.92 |
| Multi-Input combinational cell | 17 | 121.4 | 6.055 |
| Inverter | 2 | 7.507 | 0.3745 |
| Tap cell | 133 | 166.4 | 8.302 |
-- cells in the mapped netlist --
master / n
sky130_fd_sc_hd__a21boi_2: 1
sky130_fd_sc_hd__a21oi_1: 1
sky130_fd_sc_hd__and2_1: 2
sky130_fd_sc_hd__and2_2: 8
sky130_fd_sc_hd__buf_6: 1
sky130_fd_sc_hd__dfxtp_1: 10
sky130_fd_sc_hd__edfxtp_1: 34
sky130_fd_sc_hd__inv_1: 2
sky130_fd_sc_hd__nand2b_1: 2
sky130_fd_sc_hd__o21a_1: 2
sky130_fd_sc_hd__o21ai_0: 1
-- per-layer routing --
layer  share of wire (%)  up-vias  routed length (um)  track usage (%)
li1                    -      319                   -                -
met1                  39      299                1077            4.021
met2                  50       28                1371            6.667
met3                 8.6        2                 236            2.173
met4                 2.0        0                  56           0.7541
met5                   0        -                   0                0
-- where the power goes --
group / internal [W] / switching, W / total (W)
combinational: 0.0000646 / 0.0000276 / 0.0000922
sequential: 0.00108 / 0.0000119 / 0.00110
clock: 0.000287 / 0.000271 / 0.000559
-- worst register-to-register path, stage by stage (launching register included) --
cell,delay (ns)
sky130_fd_sc_hd__dfxtp_1,0.35
sky130_fd_sc_hd__and2_1,0.18
sky130_fd_sc_hd__buf_12,0.16
-- cell families after synthesis --
group                  count (synthesis)
buffers and inverters                  3
flip-flops                            44
AND/OR/NAND/NOR                       12
AND-OR/OR-AND                          5
-- metrics by stage --
step | worst slack [ns] | power [W]
after floorplan | 0.6089 | 0.001134
after global placement | 0.2244 | 0.001209
after detailed placement | 0.1775 | 0.001213
after CTS | 0.4155 | 0.001778
after global routing | 0.3985 | 0.001820
final | 0.4436 | 0.001746
-- path summary, 6_finish.rpt --
kind	start	end	slack (ns)	cells after the start
setup / recovery	dataout[4]	dataout[4]	0.44	1
hold / removal	wr_data_r[15]	dataout[15]	0.42	0
setup reg to reg	wr_syn2	dataout[1]	0.93	2
hold reg to reg	wr_data_r[15]	dataout[15]	0.42	0
max in group clk1	rst_n	dataout[1]	0.56	3
min in group clk0	rd_syn1	wr_fifo_cnt	0.43	1
No activity file was given, so power comes from the tool's default toggle rates.
