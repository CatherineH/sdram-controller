File: ./design.v
module sdram_controller (
    wr_addr,
    wr_data,
    wr_enable, 
    rd_addr, 
    rd_data,
    rd_ready,
    rd_enable,
    busy, rst_n, clk,
    addr, bank_addr, data, clock_enable, cs_n, ras_n, cas_n, we_n, data_mask_low, data_mask_high
);
parameter ROW_WIDTH = 13;
parameter COL_WIDTH = 9;
parameter BANK_WIDTH = 2;
parameter SDRADDR_WIDTH = ROW_WIDTH > COL_WIDTH ? ROW_WIDTH : COL_WIDTH;
parameter HADDR_WIDTH = BANK_WIDTH + ROW_WIDTH + COL_WIDTH;
parameter CLK_FREQUENCY = 133;   
parameter REFRESH_TIME =  32;    
parameter REFRESH_COUNT = 8192;  
localparam CYCLES_BETWEEN_REFRESH = ( CLK_FREQUENCY * 1_000 * REFRESH_TIME ) / REFRESH_COUNT;
localparam IDLE      = 5'b00000;
localparam INIT_NOP1 = 5'b01000,
           INIT_PRE1 = 5'b01001,
           INIT_NOP1_1=5'b00101,
           INIT_REF1 = 5'b01010,
           INIT_NOP2 = 5'b01011,
           INIT_REF2 = 5'b01100,
           INIT_NOP3 = 5'b01101,
           INIT_LOAD = 5'b01110,
           INIT_NOP4 = 5'b01111;
localparam REF_PRE  =  5'b00001,
           REF_NOP1 =  5'b00010,
           REF_REF  =  5'b00011,
           REF_NOP2 =  5'b00100;
localparam READ_ACT  = 5'b10000,
           READ_NOP1 = 5'b10001,
           READ_CAS  = 5'b10010,
           READ_NOP2 = 5'b10011,
           READ_READ = 5'b10100;
localparam WRIT_ACT  = 5'b11000,
           WRIT_NOP1 = 5'b11001,
           WRIT_CAS  = 5'b11010,
           WRIT_NOP2 = 5'b11011;
localparam CMD_PALL = 8'b10010001,
           CMD_REF  = 8'b10001000,
           CMD_NOP  = 8'b10111000,
           CMD_MRS  = 8'b1000000x,
           CMD_BACT = 8'b10011xxx,
           CMD_READ = 8'b10101xx1,
           CMD_WRIT = 8'b10100xx1;
input  [HADDR_WIDTH-1:0]   wr_addr;
input  [15:0]              wr_data;
input                      wr_enable;
input  [HADDR_WIDTH-1:0]   rd_addr;
output [15:0]              rd_data;
input                      rd_enable;
output                     rd_ready;
output                     busy;
input                      rst_n;
input                      clk;
output [SDRADDR_WIDTH-1:0] addr;
output [BANK_WIDTH-1:0]    bank_addr;
inout  [15:0]              data;
output                     clock_enable;
output                     cs_n;
output                     ras_n;
output                     cas_n;
output                     we_n;
output                     data_mask_low;
output                     data_mask_high;
reg  [HADDR_WIDTH-1:0]   haddr_r;
reg  [15:0]              wr_data_r;
reg  [15:0]              rd_data_r;
reg                      busy;
reg                      data_mask_low_r;
reg                      data_mask_high_r;
reg [SDRADDR_WIDTH-1:0]  addr_r;
reg [BANK_WIDTH-1:0]     bank_addr_r;
wire [15:0]              data_output;
wire                     data_mask_low, data_mask_high;
assign data_mask_high = data_mask_high_r;
assign data_mask_low  = data_mask_low_r;
assign rd_data        = rd_data_r;
reg [3:0] state_cnt;
reg [9:0] refresh_cnt;
reg [7:0] command;
reg [4:0] state;
reg [7:0] command_nxt;
reg [3:0] state_cnt_nxt;
reg [4:0] next;
assign {clock_enable, cs_n, ras_n, cas_n, we_n} = command[7:3];
assign bank_addr      = (state[4]) ? bank_addr_r : command[2:1];
assign addr           = (state[4] | state == INIT_LOAD) ? addr_r : { {SDRADDR_WIDTH-11{1'b0}}, command[0], 10'd0 };
assign data = (state == WRIT_CAS) ? wr_data_r : 16'bz;
assign rd_ready = (state == READ_READ) ? 1'b1 : 1'b0;
always @ (posedge clk)
  if (~rst_n)
    begin
    state <= INIT_NOP1;
    command <= CMD_NOP;
    state_cnt <= 4'hf;
    haddr_r <= {HADDR_WIDTH{1'b0}};
    wr_data_r <= 16'b0;
    rd_data_r <= 16'b0;
    busy <= 1'b0;
    end
  else 
    begin
    state <= next;
    command <= command_nxt;
    if (!state_cnt)
      state_cnt <= state_cnt_nxt;
    else
      state_cnt <= state_cnt - 1'b1;
    if (wr_enable)
      wr_data_r <= wr_data;
    if (state == READ_READ)
      rd_data_r <= data;
    busy <= state[4];
    if (rd_enable)
      haddr_r <= rd_addr;
    else if (wr_enable)
      haddr_r <= wr_addr;
    end
always @ (posedge clk) 
 if (~rst_n) 
   refresh_cnt <= 10'b0;
 else
   if (state == REF_NOP2)
     refresh_cnt <= 10'b0;
   else 
     refresh_cnt <= refresh_cnt + 1'b1;
always @*
begin
    if (state[4])
      {data_mask_low_r, data_mask_high_r} = 2'b00;
    else 
      {data_mask_low_r, data_mask_high_r} = 2'b11;
   bank_addr_r = 2'b00;
   addr_r = {SDRADDR_WIDTH{1'b0}};
   if (state == READ_ACT | state == WRIT_ACT)
     begin
     bank_addr_r = haddr_r[HADDR_WIDTH-1:HADDR_WIDTH-(BANK_WIDTH)];
     addr_r = haddr_r[HADDR_WIDTH-(BANK_WIDTH+1):HADDR_WIDTH-(BANK_WIDTH+ROW_WIDTH)];
     end
   else if (state == READ_CAS | state == WRIT_CAS)
     begin
     bank_addr_r = haddr_r[HADDR_WIDTH-1:HADDR_WIDTH-(BANK_WIDTH)];
     addr_r = {{SDRADDR_WIDTH-(COL_WIDTH+1){1'b0}}, 1'b1, haddr_r[COL_WIDTH-1:0]};
     end     
   else if (state == INIT_LOAD)
     begin  
     addr_r = {{SDRADDR_WIDTH-10{1'b0}}, 10'b1000110000};
     end
end
always @* 
begin
   state_cnt_nxt = 4'd0;
   command_nxt = CMD_NOP;
   if (state == IDLE)
        if (refresh_cnt >= CYCLES_BETWEEN_REFRESH)
          begin
          next = REF_PRE;
          command_nxt = CMD_PALL;
          end
        else if (rd_enable)
          begin
          next = READ_ACT;
          command_nxt = CMD_BACT;
          end
        else if (wr_enable)
          begin
          next = WRIT_ACT;
          command_nxt = CMD_BACT;
          end
        else 
          begin
          next = IDLE;
          end
    else
      if (!state_cnt)
        case (state)
          INIT_NOP1:
            begin
            next = INIT_PRE1;
            command_nxt = CMD_PALL;
            end
          INIT_PRE1:
            begin
            next = INIT_NOP1_1;
            end
          INIT_NOP1_1:
            begin
            next = INIT_REF1;
            command_nxt = CMD_REF;
            end
          INIT_REF1:
            begin
            next = INIT_NOP2;
            state_cnt_nxt = 4'd7;
            end
          INIT_NOP2:
            begin
            next = INIT_REF2;
            command_nxt = CMD_REF;
            end
          INIT_REF2:
            begin
            next = INIT_NOP3;
            state_cnt_nxt = 4'd7;
            end
          INIT_NOP3:
            begin
            next = INIT_LOAD;
            command_nxt = CMD_MRS;
            end
          INIT_LOAD:
            begin
            next = INIT_NOP4;
            state_cnt_nxt = 4'd1;
            end
          REF_PRE:
            begin
            next = REF_NOP1;
            end
          REF_NOP1:
            begin
            next = REF_REF;
            command_nxt = CMD_REF;
            end
          REF_REF:
            begin
            next = REF_NOP2;
            state_cnt_nxt = 4'd7;
            end
          WRIT_ACT:
            begin
            next = WRIT_NOP1;
            state_cnt_nxt = 4'd1;
            end
          WRIT_NOP1:
            begin
            next = WRIT_CAS;
            command_nxt = CMD_WRIT;
            end
          WRIT_CAS:
            begin
            next = WRIT_NOP2;
            state_cnt_nxt = 4'd1;
            end
          READ_ACT:
            begin
            next = READ_NOP1;
            state_cnt_nxt = 4'd1;
            end
          READ_NOP1:
            begin
            next = READ_CAS;
            command_nxt = CMD_READ;
            end
          READ_CAS:
            begin
            next = READ_NOP2;
            state_cnt_nxt = 4'd1;
            end
          READ_NOP2:
            begin
            next = READ_READ;
            end
          default:
            begin
            next = IDLE;
            end
          endcase
      else
        begin
        next = state;
        command_nxt = command;
        end
end
endmodule
File: ./run.sh
#!/bin/bash
# OpenROAD 26Q1-2900-gdf79404cd8, Yosys 0.63+post, stock flow scripts
make -C /OpenROAD-flow-scripts/flow DESIGN_CONFIG=/design/flow/config.mk WORK_HOME=/design/flow/orfs finish
File: ./config.mk
export PLATFORM = sky130hd
export DESIGN_NAME = sdram_controller
export DESIGN_NICKNAME = sdram_controller
export VERILOG_FILES = /design/flow/design.v
export SDC_FILE = /design/flow/constraint.sdc
export NUM_CORES = 4
export LEC_CHECK = 1
export CORE_UTILIZATION = 50
File: ./constraint.sdc
current_design sdram_controller

set clk_period 5.5
set clk_io_pct 0.2

create_clock -name clk0 -period $clk_period [get_ports {clk}]

set non_clock_inputs [all_inputs -no_clocks]
set_input_delay [expr $clk_period * $clk_io_pct] -clock clk0 $non_clock_inputs
set_output_delay [expr $clk_period * $clk_io_pct] -clock clk0 [all_outputs]
==> results_dict.tcl <==
# flow metrics
set metrics [dict create \
    gp_congestion 0.944 \
    netlist_area_um2 4270 \
    die_w_um 94.4 \
    num_rows 33 \
    numPortBuffers 105 \
    synth_warnings 2 \
    ios 124 \
    ff_type "dfxtp_1" \
    numCtsBuffers 9 \
    syn_area_per_cell_um2 8.82 \
    toolErrorMsg "[error] [KeplerFormal.cpp:679] Workflow failed: Iso has multiple drivers: .data0, data[0]$_SDFFE_PN0P_.Q0" \
    cts_setup_buffers 0 \
    async_flop_share_pct 0 \
    clock-root-buffer "clkbuf_8" \
    ys_area_um2 4270 \
    edf_count 0 \
    cts_buffer_depth 2 \
    ys_ff 91 \
    die_height_um 94.4 \
    yosysCellCount 484 \
    h-tree-depth 3 \
    syn_inst 484 \
    status "aborted with a tool error" \
    post_synth_num_cell_types 57 \
    cts_num_sinks 91 \
    hold_buffers 0 \
    dp_hpwl_mm 6.99 \
    initial_utilization_pct 51.7 \
    synth_seq_share_pct 42.7 \
    lastStage "clock tree synthesis (4_1_cts)" \
    ctsResizeCount 0 \
]
==> synthesized netlist by cell type (2+ instances only) <==
cell type | n | area share (%)
and3_1 | 8 | 1.2
a31oi_1 | 2 | 0.29
a21oi_1 | 11 | 1.3
nor2b_1 | 18 | 2.6
buf_2 | 3 | 0.35
clkbuf_1 | 20 | 1.8
o211ai_1 | 5 | 0.88
buf_1 | 4 | 0.35
nand2_1 | 83 | 7.3
nand3_1 | 11 | 1.3
conb_1 | 2 | 0.18
or3_1 | 2 | 0.29
nor3_1 | 2 | 0.23
ha_1 | 10 | 2.9
mux2i_1 | 49 | 11
nor2_1 | 28 | 2.5
buf_4 | 3 | 0.53
o31ai_1 | 2 | 0.35
inv_1 | 8 | 0.70
xor2_1 | 6 | 1.2
o21ai_1 | 2 | 0.23
nand2b_1 | 2 | 0.29
a32oi_1 | 2 | 0.41
dfxtp_1 | 91 | 43
a21boi_0 | 18 | 3.2
xnor2_1 | 2 | 0.41
and2_1 | 29 | 4.3
o22ai_1 | 2 | 0.29
o21ai_0 | 28 | 3.3
a31o_2 | 2 | 0.41
o32ai_1 | 2 | 0.41
a21boi_1 | 2 | 0.35
==> metrics by stage <==
stage	setup WS (ns)	utilization [%]	instance area (um^2)	total power, W	std cells
floorplan	2.44	-	4270	0.000771	484
detailed placement	1.85	64.6	5330	0.000834	667
global placement	1.93	64.6	5330	0.000831	667
==> logic make-up after synthesis <==
group,after synthesis,share of synthesized area (%)
AOI/OAI and AO/OA,89,14.3
xor gates and xnor gates,8,1.64
adders and majority gates,10,2.93
buffers and inverters,41,4.25
DFF,91,42.7
muxes,50,11.8
other,2,0.176
and+or+nand+nor,193,22.3
Power figures rest on the tool's default switching activity, not on a simulated workload.
