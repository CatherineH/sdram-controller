<file path="config.mk">
export PLATFORM = sky130hd
export DESIGN_NAME = dnano_interface
export DESIGN_NICKNAME = dnano_interface
export VERILOG_FILES = /design/flow/design.v
export SDC_FILE = /design/flow/constraint.sdc
export NUM_CORES = 4
export LEC_CHECK = 1
export CORE_AREA = 10 10 101 101
export DIE_AREA = 0 0 111 111
</file>
<file path="constraint.sdc">
current_design dnano_interface

set clk_period 3.3
set clk_io_pct 0.2

create_clock -name clk0 -period $clk_period [get_ports {clk}]

set non_clock_inputs [all_inputs -no_clocks]
set_input_delay [expr $clk_period * $clk_io_pct] -clock clk0 $non_clock_inputs
set_output_delay [expr $clk_period * $clk_io_pct] -clock clk0 [all_outputs]
</file>
<file path="design.v">
module dnano_interface (
  button_n, dip, leds,
  haddr,      
  busy,       
  wr_enable,  
  wr_data,    
  rd_enable,   
  rd_data,     
  rd_rdy,     
  rd_ack,     
  rst_n, clk
);
parameter HADDR_WIDTH = 24;
localparam DOUBlE_CLICK_WAIT = 19;
localparam LED_BLINK = 20;
input        button_n;
input  [3:0] dip;
output [7:0] leds;
output [HADDR_WIDTH-1:0]   haddr;
reg [HADDR_WIDTH-1:0]   haddr_count;
output [15:0]              wr_data;
input  [15:0]              rd_data;
input                      busy;
output                     rd_enable;
input                      rd_rdy;
output                     rd_ack;
output                     wr_enable;
input                      rst_n;
input                      clk;
wire  [15:0]              wr_data;
reg   [15:0]              rd_data_r;
reg   [LED_BLINK-1:0]     led_cnt;
wire  [7:0]               leds;
wire                      wr_enable;
reg                       rd_ack_r;
wire  dbl_clck_rst_n;
assign dbl_clck_rst_n = rst_n & ~busy;
parameter VALUE = 42435;
assign wr_data = VALUE; 
assign leds = rd_data_r[15:8]; 
assign haddr  = haddr_count;
assign rd_ack = rd_ack_r;
assign wr_enable = led_cnt[0];
assign rd_enable = ~led_cnt[0];
always @ (posedge clk) 
 if (~rst_n) 
  led_cnt <= {LED_BLINK{1'b0}};
 else
	begin
		led_cnt <= led_cnt + 1'b1;
		haddr_count <= haddr_count + 1'b1;
	end
always @ (posedge clk)
 if (~rst_n)
   begin
   rd_data_r <= 16'b0;
   rd_ack_r <= 1'b0;
   end
 else
   begin   
   rd_ack_r <= rd_rdy;
   if (rd_rdy)
     rd_data_r <= rd_data;
   else 
     rd_data_r <= rd_data_r;
   end
endmodule
</file>
<file path="run.sh">
#!/bin/bash
# OpenROAD 26Q1-2900-gdf79404cd8, Yosys 0.63+post, stock flow scripts
make -C /OpenROAD-flow-scripts/flow DESIGN_CONFIG=/design/flow/config.mk WORK_HOME=/design/flow/orfs finish
</file>
==> COMMIT_EDITMSG <==
Refresh implementation metrics

- Outcome: finished, final reports clean
- Per STA, the worst path is made up of clkdlybuf4s50_1.
- Pin placement for this block handled between 70 and 80 I/O pins.
- The routed design could run at a clock period as short as 1.96 ns.
- The first global-routing pass estimated ~5800 µm of wire.
- Per the CTS log, the buffer count on the longest clock path is 2.
* Chip width: 111 µm
- Floorplan Utilization: between 20% and 30%
- Transition time of the tightest slew-check pin: approximately 0.51 ns
* Synth-to-layout area growth: 35.4%
- Register area share after synthesis: between 50 and 60%
- DR pass1 iterations: 4
- Number of synthesized flops with an enable pin: 24
* Setup repair after global routing missed its margin: false
- The mapped netlist covers about 1700 µm².
- Peak supply drop: around 130 µV
* Fmax achieved: a little over 0.5 GHz
- In the synthesized netlist the async set-or-reset flop fraction comes to 0%.
- Number of max-slew violations in the final report: 0
* Critical path arrival: between 1 and 1.5 ns
- Total number of clock tree sinks: 34
* Post-synth regs: 34
- Sorting the synthesis cell report by count puts at the top edfxtp_1.
- Post-route period utilization is reported as 59.5%.
- List of most frequent post-synthesis cells: edfxtp_1 (24), buf_4 (17), xnor2_1 (17)
- Summed over all routing layers, the global router reports a total usage of under 10%.
- For this run, the number of Yosys warnings is 1.
- Cell resize tally after clock tree synthesis: 0
* Endpoints failing hold: 0
- Synthesis produced a netlist whose cell count is 133.
- The leakage power in the latest report is 0.837 nW.
* TritonCTS clock tree: built
- For reference, the post-synthesis area per instance comes to about 13 µm².
- Post-synth top area share: between 40 and 50%
* Overflow left after global routing: 0
- Core box area: slightly above 8000 µm²
* Mean number of vias per cell: between 3 and 4
- Number of distinct library cells after synthesis: 22
- The script logs the mean routed wire length per placed instance as 12.6 µm.
- Non-filler instance count after layout: ~290
- Worst Hold Path EP: led_cnt[0]
* Crit path max-delay family: buffers and inverters
* Hold-fix buffer count after cts: 0
* Tool Warnings: 39
- Hold path startpoint: led_cnt[0]
- The detailed router finished its first iteration with 39 violations.
- R2R Path Start: haddr_count[0]
- Per the timing report, the most critical flop-to-flop path finishes at haddr_count[20].
- Wires add up to roughly 3600 µm.
* Die area: 12300 µm²
- Entering global routing, the biggest net connects 35 pins.
- In this run the post-CTS setup repair buffer count came out at 0.
- In the post-synthesis netlist, the biggest area contributors are edfxtp_1 (43%), dfxtp_1 (12%), xnor2_1 (8.9%).
- Cell with the largest stage delay on the worst path: clkdlybuf4s50_1
- Nature of the critical path startpoint: flop
- Note, the detailed placer reported a final HPWL of about 2700 µm.
- The CTS report gives the tree buffer count as 5.
* Routed Antenna Nets: 0
* Predominant post-synthesis flop cell: edfxtp_1
- Data on the critical path is required at its endpoint by roughly 2.6 ns.
* IO Port Bufs: ~45
* Worst clock skew: slightly above 0.008 ns
- Note that the worst hold path type here is reg2reg.
* Clock latency on the worst-skew pair: between 0.2 and 0.3 ns
- Per the placement report, the placed cell count is roughly 280.
- Critical path type: reg2out
* Vertical extent of the die: between 100 and 150 µm
- Per the post-run analysis, buffers plus inverters along the critical path come to 1.
* Clock Pin Slew Worst Setup and Hold Paths: roughly 0.070 ns
* Hold Crit Depth: 1
- After floorplanning, the core was divided into 33 placement rows.
- The flow reported a cell area power density of roughly 400 nW/µm².
- Final-layout setup total negative slack: 0 ns
- The number of global-route vias before repair is between 1000 and 1500.
- In this run the clock root is driven by a clkbuf_8.
* Total of fill cells in the finished design: roughly 840
- Number of cell instances after yosys synthesis: around 130
* Post-synthesis chip area from yosys: 1670 µm²
- The timing report gives the worst reg2reg path a setup slack of roughly 1.5 ns.
- Total setup violations reported at the end of the flow: 0
* Dominant cell type by area after synthesis: edfxtp_1
* Maximum fanout along the worst path: 6
- Rel. slew slack: about two thirds
* Register-to-Register Path Depth: 5
* Drt drc: 0
- The number of maximum-capacitance violations recorded for the run is 0.
- Antenna cells: 0
- The number of antenna violations at the first check in global routing is 0.
- Share of layout cells above drive strength 1: ~6.6%
* Setup crit end kind: output port
- At the end of the flow the core is filled with cells to roughly 28%.
- The congestion estimate from routability-driven global placement came to between 0.7 and 0.8.
- The H-tree was split into 2 levels.
- Slowest stage delay, CP: about 0.52 ns
- Routed via count: ~1100
## through the flow
step | total power, mW | setup WS [ns] | instance area (µm²) | hold WS, ns
after floorplan | 0.571 | 1.76 | 1720 | 0.392
after global placement | 0.644 | 1.41 | 2180 | 0.441
final | 0.929 | 1.34 | 2260 | 0.451
after global routing | 0.989 | 1.26 | 2260 | 0.465
after detailed placement | 0.645 | 1.39 | 2180 | 0.445
after CTS | 0.954 | 1.30 | 2260 | 0.455
## worst reg2reg max path: stages, from the launching register on
cell	delay (ns)
edfxtp_1	0.43
ha_1	0.23
nand3_1	0.22
nor3_4	0.37
nand4_1	0.16
xnor2_1	0.15
## flip-flops by register name, indices dropped and copies added, names as in the netlist
name / cells
haddr_count: 24
led_cnt: 1
rd_ack_r: 1
rd_data_r: 8
## routing by layer
| layer | track usage (%) | part of all wire, % | up-vias |
|---|---|---|---|
| met5 | 0 | 0 | - |
| li1 | - | - | 528 |
| met4 | 0.868 | 0.88 | 0 |
| met1 | 7.51 | 44 | 479 |
| met2 | 8.22 | 45 | 43 |
| met3 | 2.96 | 10 | 4 |
## worst max-delay path by stage
stage,start,endpoint,depth (start not counted)
CTS,haddr_count[4],haddr[4],1
global route,haddr_count[4],haddr[4],1
finish,haddr_count[4],haddr[4],1
## placed cells by master (no fill, tap or decap)
master           instances
and3_1                   4
ha_1                     1
nand3_1                  9
dfxtp_1                 10
nor3_4                   2
nand4_1                  6
clkbuf_1                 1
conb_1                  16
clkinv_1                 1
clkbuf_8                 5
xor2_1                   5
nand4_4                  1
and4_1                   1
nor2b_1                  9
clkinv_2                 1
nor2_1                   5
buf_4                    1
inv_1                    4
and4_4                   1
nand4bb_4                1
clkdlybuf4s50_1         45
nand2_1                  4
mux2i_1                  8
xnor2_1                 17
and2_1                   1
edfxtp_1                24
## cell families (layout without fill, tap and decap cells)
logic type	after synthesis	count (layout)	synth area share, %
other	2	16	0.451
XOR/XNOR	22	22	11.6
multiplexers	8	8	4.80
flip-flops	34	34	55.3
AND/OR/NAND/NOR	44	44	18.3
buffers and inverters	22	58	8.86
adder cells (fa/ha/maj)	1	1	0.751
## power by group
| group | internal [mW] | switching (mW) | leakage (nW) |
|---|---|---|---|
| clock | 0.145 | 0.152 | 0.0426 |
| combinational | 0.0776 | 0.0332 | 0.477 |
| sequential | 0.490 | 0.0300 | 0.318 |
| total | 0.713 | 0.216 | 0.837 |
## area by class of cell
type	instances	area [µm²]	area share, %
Clock buffer	6	72.6	3.22
Clock inverter	2	8.76	0.388
Sequential cell	34	921	40.8
Multi-Input combinational cell	91	651	28.8
Tap cell	105	131	5.82
Inverter	4	15.0	0.665
Timing Repair Buffer	46	458	20.3
Power is estimated from default activity; no workload was simulated.
